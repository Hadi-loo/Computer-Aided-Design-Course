--- /design/flow/design.v ---
`timescale 1ns/1ns
module encoder_controller (clk, rst, 
                            start, finish, 
                            CP_start, CP_finish,
                            RO_start, RO_finish,
                            PE_start, PE_finish,
                            RE_start, RE_finish,
                            RC_start, RC_finish,
                            iteration);
    input clk, rst;
    input start;
    output reg finish;
    output reg CP_start, RO_start, PE_start, RE_start, RC_start;
    input CP_finish, RO_finish, PE_finish, RE_finish, RC_finish;
    output [4:0] iteration;
    reg [3:0] pstate = 4'd0;
    reg [3:0] nstate;
    reg cnt_inc;
    reg cnt_rst;
    reg [4:0] counter;
    always @(pstate, start, CP_finish, RO_finish, PE_finish, RE_finish, RC_finish, counter) begin
        {nstate, CP_start, RO_start, PE_start, RE_start, RC_start, finish, cnt_inc, cnt_rst} = 12'b0;
        case (pstate)
            4'd0: begin nstate = (start) ? 4'd1 : 4'd0; end
            4'd1: begin nstate = 4'd2; cnt_rst = 1'b1; end
            4'd2: begin nstate = 4'd3; CP_start = 1'b1; end
            4'd3: begin nstate = (CP_finish) ? 4'd4 : 4'd3; end
            4'd4: begin nstate = 4'd5; RO_start = 1'b1; end
            4'd5: begin nstate = (RO_finish) ? 4'd6 : 4'd5; end
            4'd6: begin nstate = 4'd7; PE_start = 1'b1; end
            4'd7: begin nstate = (PE_finish) ? 4'd8 : 4'd7; end
            4'd8: begin nstate = 4'd9; RE_start = 1'b1; end
            4'd9: begin nstate = (RE_finish) ? 4'd10 : 4'd9; end
            4'd10: begin nstate = 4'd11; RC_start = 1'b1; end
            4'd11: begin nstate = (RC_finish) ? 4'd12 : 4'd11; end
            4'd12: begin nstate = (counter == 5'd23) ? 4'd13 : 4'd2; cnt_inc = 1'b1; end
            4'd13: begin nstate = 4'd0; finish = 1'b1; end
            default: begin nstate = 4'd0; end
        endcase
    end
    always @(posedge clk) begin
        if (rst) begin
            pstate <= 4'd0;
            counter <= 5'd0;
        end
        else begin
            pstate <= nstate;
	    if (cnt_rst) begin
	        counter <= 5'd0;
	    end
            else if (cnt_inc) begin
                counter <= counter + 1;
            end
        end
    end
    assign iteration = counter;
endmodule
--- /design/flow/run.sh ---
#!/bin/bash
# OpenROAD 26Q1-2900-gdf79404cd8, Yosys 0.63+post, stock flow scripts
make -C /OpenROAD-flow-scripts/flow DESIGN_CONFIG=/design/flow/config.mk WORK_HOME=/design/flow/orfs finish
--- /design/flow/config.mk ---
export PLATFORM = sky130hd
export DESIGN_NAME = encoder_controller
export DESIGN_NICKNAME = encoder_controller
export VERILOG_FILES = /design/flow/design.v
export SDC_FILE = /design/flow/constraint.sdc
export NUM_CORES = 4
export LEC_CHECK = 1
export CORE_AREA = 10 10 82 82
export DIE_AREA = 0 0 92 92
--- /design/flow/constraint.sdc ---
current_design encoder_controller

set clk_period 3.2
set clk_io_pct 0.2

create_clock -name clk0 -period $clk_period [get_ports {clk}]

set non_clock_inputs [all_inputs -no_clocks]
set_input_delay [expr $clk_period * $clk_io_pct] -clock clk0 $non_clock_inputs
set_output_delay [expr $clk_period * $clk_io_pct] -clock clk0 [all_outputs]
==> metrics.yaml <==
wl_mm: 1.58
cts_max_level: 1
port_buffers: 18
vdd_drop_max_mv: 0.191
post_cts_resized: 0
cts_max_path_buffers: 2
startpoint_type: "flip-flop"
finalClockSkew_ps: 1.01
cts_buffers: 3
post_cts_buffers: 0
wl_per_cell_um: 10.1
ff_type: "dfxtp_1"
leakage_nw: 0.274
die_h_um: 92
routabilityCongestion: 0.808
setup_viol: 0
placed_cells: 152
async_flop_share_pct: 0
syn2layout_area_growth_pct: 49.6
synth-adder-area-share_pct: 2.16
crit_fanout: 10
insertion_delay_ps: 230
firstDrtPassIters: 4
antenna_left: 0
combGateArea_um2: 360
hold_viol_final: 0
hold-path-cell-count: 2
n_antenna_cell: 0
ys_seq_share_pct: 31.2
antenna_found_initial: 0
synth_cells: 68
tightest_slew_ps: 414
cts_hold_buf: 0
tns_ps: 0
aoi_share_pct: 22.3
first_global_vias: 579
yosysUniqueCellTypes: 33
slew_headroom_pct: 72.4
synth-edff-count: 0
ff_latch_area_um2: 180
layout_top_cell: "clkdlybuf4s50_1"
status: "completed"
cts_root_buf: "clkbuf_8"
xor_area_share_pct: 6.06
r2r_slack_ps: 1690
synthesis.area_um2: 578
synth_flops: 9
ys_cells: 68
power-per-cell-area_nw_per_um2: 342
cts_sinks: 9
worstSetupEndpointType: "primary output"
rr_worst_depth: 4
clk_pin_slew_ps: 50
finalClockPeriodUsage_pct: 72.6
hpwl_mm: 1.23
rsz0062_at_grt: "false"
cts_tree: "yes"
grt_max_degree: 14
grt_usage_pct: 3.81
dieArea_um2: 8460
fin_cells: 156
ys_top_logic_family: "simple AND/OR/NAND/NOR gates"
grt_pass1_wl_mm: 2.71
warnings: 25
max_freq_ghz: 0.430
hold_class: "reg -> reg"
fp.dieW_um: 92
cp.required_ps: 2560
fillers: 596
fp-utilization_pct: 11.4
setup_slack_ps: 876
yosys_warnings: 1
drc: 0
coreArea_um2: 5070
syn_area_per_cell_um2: 8.50
mostFrequentLayoutCells: "clkdlybuf4s50_1, nor2_1, dfxtp_1"
cp.arrival_ps: 1680
vias: 560
worst_hold_slack_ps: 557
worstSetupPathType: "reg -> out"
placementRows: 26
place_ws_ps: 1120
drtIter0Drc: 8
slew_viol_final: 0
num_io_pins: 19
period_needed_ps: 2320
avgViaCountPerCell: 3.59
grt-ovfl-total: 0
drive_gt1_share_pct: 10.5
maxCapViolCount: 0
ys_sh_simple_pct: 27.5
yosys_area_um2: 578
mux_area_share_pct: 4.33
cells by family (layout without fill, tap and decap cells):
group	Yosys count	after routing
AOI/OAI and AO/OA	15	15
xor gates and xnor gates	4	4
adders and majority gates	1	1
buffers and inverters	7	25
DFF	9	9
muxes	2	2
and+or+nand+nor	30	30
cells in the mapped netlist (2+ instances only):
cell,instances,area share (%)
nor3_1,3,2.6
o21ai_0,2,1.7
nand4_1,2,2.2
nand2b_1,3,3.2
dfxtp_1,9,31
buf_2,3,2.6
nand3_1,2,1.7
xor2_1,3,4.5
a2bb2oi_1,2,3.0
nor2_1,10,6.5
a21oi_1,2,1.7
inv_1,3,1.9
nand2_1,4,2.6
path summary, 6_finish.rpt:
check,startpoint,endpoint
hold reg to reg,counter[1],counter[1]
setup / recovery,pstate[3],RE_start
setup reg to reg,pstate[2],pstate[2]
hold / removal,counter[1],counter[1]
final cells by class:
cell class / instances / area share [%]
inverter: 3 / 1.30
multi-input combinational: 52 / 41.7
timing repair buffer: 18 / 20.8
tap: 70 / 10.1
sequential: 9 / 20.8
clock buffer: 4 / 5.21
per-layer routing:
metal | GRT usage (%) | vias up | part of all wire, %
met5 | 0 | - | 0
met2 | 5.12 | 18 | 38
li1 | - | 286 | -
met3 | 1.98 | 2 | 8.5
met4 | 0.386 | 0 | 0.57
met1 | 5.45 | 254 | 53
stage by stage:
| step | area (um^2) | total power [mW] | util (%) |
|---|---|---|---|
| detailed placement | 820 | 0.165 | 16.1 |
| global placement | 820 | 0.166 | 16.1 |
| CTS | 865 | 0.298 | 17.0 |
| finish | 865 | 0.296 | 17.0 |
| global route | 865 | 0.311 | 17.0 |
| floorplan | 578 | 0.149 | - |
report_power, final:
part	total, mW	leakage (nW)	internal, mW	switching [mW]
clock	0.132	0.0228	0.0869	0.0455
combinational	0.0379	0.178	0.0219	0.0160
sequential	0.125	0.0730	0.116	0.00955
worst max-delay path: stages, from the launching register on:
cell	delay, ps
dfxtp_1	500
or2b_1	300
nor3_1	160
clkdlybuf4s50_1	500
sequential cells by signal, summed over array words and instances, names as in the netlist:
| signal | cells |
|---|---|
| counter | 5 |
| pstate | 4 |
Power and IR drop assume default switching activity.
