**flow/design.v**
```verilog
`timescale 1ns/1ns
module counter5(clk, rst, inc, prev, cur, next);
    input clk, rst, inc;
    output reg [2:0] prev, cur, next;
    always @(posedge clk) begin
        if (rst) begin 
            prev <= 3'd4;
            cur <= 3'd0;
            next <= 3'd1;
        end
        else if (inc) begin
            prev <= cur;
            cur <= next;
            if (next == 3'd4)
                next <= 3'd0;
            else
                next <= next + 1;
        end
    end
endmodule
`timescale 1ns/1ns
module parity(clk, rst, cal_start, cal_finish, cur_page, prev_page, parity_out);
    input clk, rst, cal_start;
    input [0:24] cur_page;
    input [0:24] prev_page;
    output cal_finish;
    output [0:24] parity_out;
    wire [2:0] x_prev, x_cur, x_next;
    wire [2:0] y_prev, y_cur, y_next;
    parity_datapath PDP(.cur_page(cur_page), .prev_page(prev_page),
                        .x_prev(x_prev), .x_cur(x_cur), .x_next(x_next),
                        .y_cur(y_cur),
                        .parity_out(parity_out));
    parity_controller PCU(.clk(clk), .rst(rst), 
                        .cal_start(cal_start), .cal_finish(cal_finish),
                        .x_prev(x_prev), .x_cur(x_cur), .x_next(x_next),
                        .y_prev(y_prev), .y_cur(y_cur), .y_next(y_next));
endmodule
`timescale 1ns/1ns
module parity_controller(clk, rst, cal_start, cal_finish, 
                        x_prev, x_cur, x_next, 
                        y_prev, y_cur, y_next);
    input clk, rst, cal_start;
    output reg cal_finish;
    output [2:0] x_prev, x_cur, x_next;
    output [2:0] y_prev, y_cur, y_next;
    reg clr, x_inc, y_inc;
    reg [2:0] pstate = 3'd0;
    reg [2:0] nstate;
    counter5 counter_x (.clk(clk), .rst(clr), .inc(x_inc), 
                        .prev(x_prev), .cur(x_cur), .next(x_next));
    counter5 counter_y (.clk(clk), .rst(clr), .inc(y_inc),
                        .prev(y_prev), .cur(y_cur), .next(y_next));
    always @(pstate, cal_start, x_cur, y_cur) begin
        {nstate, clr, x_inc, y_inc, cal_finish} = 7'b0;
        case (pstate) 
            3'd0:      begin nstate = cal_start ? 3'd1 : 3'd0; end
            3'd1:      begin nstate = 3'd2; clr = 1'b1; end
            3'd2:       begin nstate = 3'd3; y_inc = 1'b1; end
            3'd3:   begin nstate = (y_cur == 3'd0) ? 3'd4 : 3'd2; end
            3'd4:     begin nstate = 3'd5; x_inc = 1'b1; end
            3'd5:   begin nstate = (x_cur == 3'd0) ? 3'd6 : 3'd2; end
            3'd6:      begin nstate = 3'd0; cal_finish = 1'b1; end
            default:    begin nstate = 3'd0; end
        endcase
    end
    always @(posedge clk) begin
        if (rst)
            pstate <= 3'd0;
        else
            pstate <= nstate;
    end
endmodule
`timescale 1ns/1ns
module parity_datapath (cur_page, prev_page,
                        x_prev, x_cur, x_next,
                        y_cur,
                        parity_out);
    input [0:24] cur_page;
    input [0:24] prev_page;
    input [2:0] x_prev, x_cur, x_next;
    input [2:0] y_cur;
    output reg [0:24] parity_out;
    reg col1, col2;
    always @(x_prev, x_cur, x_next, y_cur) begin
        col1 = cur_page[x_prev] ^ cur_page[5 + x_prev] ^ cur_page[10 + x_prev] ^ cur_page[15 + x_prev] ^ cur_page[20 + x_prev];
        col2 = prev_page[x_next] ^ prev_page[5 + x_next] ^ prev_page[10 + x_next] ^ prev_page[15 + x_next] ^ prev_page[20 + x_next];
        parity_out[x_cur + y_cur*5] = cur_page[x_cur + y_cur*5] ^ col1 ^ col2;
    end
endmodule
```
**flow/constraint.sdc**
```tcl
current_design parity

set clk_period 3.0
set clk_io_pct 0.2

create_clock -name clk0 -period $clk_period [get_ports {clk}]

set non_clock_inputs [all_inputs -no_clocks]
set_input_delay [expr $clk_period * $clk_io_pct] -clock clk0 $non_clock_inputs
set_output_delay [expr $clk_period * $clk_io_pct] -clock clk0 [all_outputs]
```
**flow/config.mk**
```make
export PLATFORM = sky130hd
export DESIGN_NAME = parity
export DESIGN_NICKNAME = parity
export VERILOG_FILES = /design/flow/design.v
export SDC_FILE = /design/flow/constraint.sdc
export NUM_CORES = 4
export LEC_CHECK = 1
export CORE_UTILIZATION = 40
```
**flow/run.sh**
```bash
#!/bin/bash
# OpenROAD 26Q1-2900-gdf79404cd8, Yosys 0.63+post, stock flow scripts
make -C /OpenROAD-flow-scripts/flow DESIGN_CONFIG=/design/flow/config.mk WORK_HOME=/design/flow/orfs finish
```
==> summary.txt <==
Physical design

The run finished with clean final reports. The via count of the first global-routing pass stands at 3414. Per the synth stats, the proportion of register bits with asynchronous set or reset is 0. Counting distinct cell types in the post-synthesis netlist gives 64. The largest fanout on the critical path stands at 20. The synthesized netlist has a Yosys-reported chip area of 0.00426 sq mm. The number of cells in Yosys stat stands at 455. The tally of yosys warning messages stands at 3. The maximum frequency from static timing analysis stands at 438 MHz.

Once synthesis finished, the tally of register bits stood at 43. Per the detail_route report, the via count comes to 3644. In this run the remaining antenna-violating nets after routing total 0. The power density of the placed cells stands at 1060 mW/mm^2.

The all-layer global routing usage stands at 0.183. In the routed design, unresolved DRC markers number 0. For this run the detailed placement stage logged an HPWL of 7540 um. Buffers placed on the I/O ports in this run total 78. The final instance area stands at 0.00511 sq mm. The number of placed instances with taps included stands at 645. The utilization after layout stands at 0.495. The normalized max-slew margin stands at 0.534. The number of hold buffers added after CTS was 0. By instance count, the leading cell after synthesis is sky130_fd_sc_hd__nand2_1. The cell resize tally after clock tree synthesis stands at 0. In the routed netlist, the antenna diode instances number 0. In the final timing run, aggregate negative setup slack is 0 ns. The maximum single-stage delay on the critical path stands at 0.73 ns. The first-pass GRT wire length stands at 16200 um.

Post-route period utilization is reported as 0.762. Post-CTS timing repair inserted 0 buffers for setup. In the floorplan report the effective utilization is 0.412. Per the CTS log, the maximum H-tree level is 1.

Entering global routing, the biggest net connects 34 pins. The die boundary height stands at 105 um. The placed instances occupy a cell area of 0.00505 sq mm.

Summing over the stages, the warning tally comes to 48. The via density per instance stands at 5.61. The cell count after synthesis stands at 455.

The worst-case vdd ir drop stands at 0.00139 V. The share of synthesized area in the top cell type comes to 0.153. 79 I/O pins were placed. The clock passes through at most 2 buffers. In the post-route report, total wirelength is listed as 9710 um. The latest clock arrival within the worst-skew pair stands at 0.25 ns.

The buffer and inverter count on the worst path stands at 1. At the pin with the least slew margin, the transition time is 0.697 ns. The remaining global-route overflow stands at 0. The data required time at the worst endpoint stands at 2.40 ns. The post-synth tally of flip-flops with integrated enable stands at 0.

Setup repair after global routing left no endpoint under its margin. In this run the worst hold path is classified as reg -> reg. The end-of-flow timing check tallies setup violations at 0. In this run the maximum-capacitance check reported violations numbering 0. Between clock sinks in the finished design, the worst skew comes to 0.00184 ns. The arrival time reported for the critical path endpoint stands at 1.68 ns. For this design the static power due to leakage is 2.13 nW. The clock slew at the register clock pins of the worst setup and hold paths stands at 0.07 ns. The final number of hold-violating endpoints stands at 0. For reference, the top cells by area after synthesis are sky130_fd_sc_hd__mux4_2 (15%), sky130_fd_sc_hd__ha_1 (11%), sky130_fd_sc_hd__dlxtn_1 (8.5%). The timer found 25 register pins that no clock reaches; their paths are not timed. The total core area stands at 0.0103 sq mm. The slowest stage of the critical path is the sky130_fd_sc_hd__dfxtp_1 cell. Looking at the setup timing report, the critical path kind is reg -> out.

STA classifies the critical path startpoint as a flop. The number of antenna violations at the first check in global routing stands at 0. Of all cell types, the one taking the most synthesized area is sky130_fd_sc_hd__mux4_2. Per STA, the worst path is made up of nand2_1 -> nor2_1 -> clkdlybuf4s50_1.

Counting the buffers created by CTS gives 3. Sorting the synthesized cells by how often they occur yields sky130_fd_sc_hd__nand2_1 (45), sky130_fd_sc_hd__ha_1 (39), sky130_fd_sc_hd__nor2_1 (33). The horizontal extent of the die stands at 105 um. The routability congestion estimate stands at 0.864. The mapped cell area stands at 0.00426 sq mm. The sum of internal, switching and leakage power stands at 5.43 mW.

The fraction of final layout cells with drive strength greater than 1 stands at 0.115. For this run, the detailed router's first-pass iteration total came to 5. The floorplan die area stands at 0.0111 sq mm. The number of cell rows stands at 37.

Compared with the post-synthesis result, the final layout area differs by 20.0%. The initial detailed-routing violation count stands at 94. Each instance of the synthesized netlist takes up on average 9.36 sq um. In the final layout, the fill cell count is 965. The final standard cell count with taps included and fillers excluded stands at 649. The detail-routed net length per standard cell stands at 15.0 um. Post-synth the commonest register cell is sky130_fd_sc_hd__dlxtn_1. Per the CTS log, the root buffer master is sky130_fd_sc_hd__clkbuf_8. The worst path in the final design needs a cycle of 2.28 ns, including I/O delays and setup. 50 endpoints have no timing constraint. In this design, the largest share of critical-path delay is due to flip-flops. TritonCTS built the clock tree.

The number of pins exceeding their max-slew limit in the final report stands at 0. STA classifies the critical path endpoint as an output port.
per-stage QoR:
| stage | hold WS, ns | setup slack (ns) |
|---|---|---|
| detailed placement | 0.536 | 1.01 |
| finish | 0.536 | 0.715 |
| global placement | 0.520 | 1.03 |
| floorplan | 0.484 | 0.792 |
| global route | 0.593 | 0.547 |
| CTS | 0.544 | 0.707 |
worst min-delay path, cell delays in order (launching register included):
cell and delay [ns]:
sky130_fd_sc_hd__dfxtp_1 0.34, sky130_fd_sc_hd__o21ai_0 0.08, sky130_fd_sc_hd__o21ai_0 0.07
cells in the final DEF, fill, tap and decap left out, types with 7 or more instances in the layout:
cell type	count
sky130_fd_sc_hd__nand2_1	45
sky130_fd_sc_hd__nor2b_1	7
sky130_fd_sc_hd__inv_1	14
sky130_fd_sc_hd__dlxtn_1	24
sky130_fd_sc_hd__a22o_1	21
sky130_fd_sc_hd__mux2i_1	27
sky130_fd_sc_hd__ha_1	39
sky130_fd_sc_hd__o21ai_0	16
sky130_fd_sc_hd__nor2_1	33
sky130_fd_sc_hd__clkdlybuf4s50_1	78
sky130_fd_sc_hd__xnor2_1	11
sky130_fd_sc_hd__nor3_1	13
sky130_fd_sc_hd__a21oi_1	14
sky130_fd_sc_hd__nand3_1	17
sky130_fd_sc_hd__mux4_2	29
sky130_fd_sc_hd__dfxtp_1	18
kinds of logic (layout without fill, tap and decap cells):
family          after synthesis  after routing  synth area share
xor+xnor                     19             19            0.0494
buf+inv                      44            102            0.0579
fa+ha+maj                    40             40             0.119
flops                        18             18            0.0847
mux                          68             68             0.270
latches                      25             25            0.0882
simple gates                143            143             0.160
compound gates               98             98             0.170
power breakdown:
part	total [mW]	internal [mW]	switching, mW
clock	0.194	0.116	0.0780
combinational	3.45	2.35	1.10
sequential	1.79	1.49	0.293
total	5.43	3.96	1.47
state kept, by name, summed over array words and instances (netlist names):
name                flops
PCU.counter_x.cur       3
PCU.counter_x.next      3
PCU.counter_x.prev      3
PCU.counter_y.cur       3
PCU.counter_y.next      3
PCU.pstate              3
PDP.parity_out         25
routing by layer:
layer  vias to the layer above  global-route usage  part of all wire
met3                         0              0.0445             0.067
li1                       1837                   -                 -
met2                       130               0.284              0.44
met5                         -                   0                 0
met4                         0             0.00503                 0
met1                      1677               0.281              0.49
layout make-up:
class	count	area, sq um	share of cell area
inverter	15	56.3	0.0110
tap	136	170	0.0333
multi-input combinational	368	3270	0.641
clock buffer	4	55.1	0.0108
timing repair buffer	83	818	0.160
sequential	43	736	0.144
worst paths after layout:
path	start	to	slack, ns	cells past startpoint
worst max-delay path	PCU.pstate[2]	cal_finish	0.72	3
worst min-delay path	PCU.counter_y.next[2]	PCU.counter_y.next[2]	0.54	2
worst min register to register	PCU.counter_y.next[2]	PCU.counter_y.next[2]	0.54	2
worst max register to register	PCU.counter_x.next[1]	PCU.counter_x.next[2]	1.14	7
Power figures rest on the tool's default switching activity, not on a simulated workload.
