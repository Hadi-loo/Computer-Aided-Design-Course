==> ./run.sh <==
#!/bin/bash
# OpenROAD 26Q1-2900-gdf79404cd8, Yosys 0.63+post, stock flow scripts
make -C /OpenROAD-flow-scripts/flow DESIGN_CONFIG=/design/flow/config.mk WORK_HOME=/design/flow/orfs finish
==> ./config.mk <==
export PLATFORM = sky130hd
export DESIGN_NAME = addRC_func
export DESIGN_NICKNAME = addRC_func
export VERILOG_FILES = /design/flow/design.v
export SDC_FILE = /design/flow/constraint.sdc
export NUM_CORES = 4
export LEC_CHECK = 1
export CORE_AREA = 10 10 72 72
export DIE_AREA = 0 0 82 82
==> ./constraint.sdc <==
current_design addRC_func

set clk_period 2.5
set clk_io_pct 0.2

create_clock -name clk0 -period $clk_period

set non_clock_inputs [all_inputs -no_clocks]
set_input_delay [expr $clk_period * $clk_io_pct] -clock clk0 $non_clock_inputs
set_output_delay [expr $clk_period * $clk_io_pct] -clock clk0 [all_outputs]
==> ./design.v <==
`timescale 1ns/1ns
module addRC_func(clk, rst, line_index, page, lane, page_out);
    input clk, rst;
    input [5:0] line_index;
    input [24:0] page;
    input [0:63] lane;
    output reg [24:0] page_out;
    assign page_out[24:13] = page[24:13];
    assign page_out[12] = page[12] ^ lane[line_index];
    assign page_out[11:0] = page[11:0];
endmodule
==> flow_summary_export.csv <==
group,metric,value,unit
floorplanning,floorplan.core_area,3689,µm²
synthesis,yosysSeqAreaShare,0,
drt,detailed_route_wire_length,3.199,mm
place,place.gp.congestion,0.7658,
synthesis,synth-area-yosys,850.8,µm²
final_timing,finalHoldViolCount,0,
final_timing,final-setup-viol-count,1,
worst_setup_path,critPathMaxStageDelay,310,ps
final_timing,finalClockPeriodUsage,1.019,
place,placed_cells,205,
hold_path,timing.hold.worst_path_depth,0,
floorplanning,boundaryPins,122,
global_routing,grt_start_max_net_pins,12,
synthesis,cell_type_with_the_largest_total_area_after_synthesis,"buf_4",
drt,via_per_instance_ratio,4.579,
drt,drtAntennaViolNets,0,
final_timing,final_max_slew_viol_count,0,
synthesis,muxShareOfSynthArea,0.3882,
hold_path,hp-start,"page[11]",
place,dp_hpwl,2.797,mm
worst_setup_path,timing.critical_path.arrival,2050,ps
synthesis,synthSimpleGateAreaFrac,0.1103,
flow_run,stage_log_warnings,36,
cts,cts.hold.buffers_added,0,
finish,final_cell_area,1609,µm²
pwr,powerDensity,152.1,nW/µm²
synthesis,synth_xor_xnor_area_share,0.01029,
finish,nClkBuffers,0,
synthesis,synthesis.instances,103,
finish,finish.cell_count_without_fillers,209,
synthesis,synth_area,850.8,µm²
worst_setup_path,timing_worst_setup_path_type,"in2out",
drt,detail_route.iter0.violations,56,
global_routing,grt.overflow.total,0,
final_timing,slew-limit-headroom,0.8414,
synthesis,ys_top_cells_by_area,"buf_4 (24%), mux2i_1 (21%), mux4_2 (11%), mux2_2 (5.3%), a22o_1 (3.1%)",
floorplanning,die-width,82,µm
place,port_buffers,72,
finish,layout-drive-gt1-share,0.2919,
final_timing,min_period,2546,ps
finish,utilization,0.4362,
worst_setup_path,critPathMaxFanout,8,
final_timing,max_clk_rate,0.3927,GHz
synthesis,synth-warning-count,3,
run_status,run_status,"complete, but fails checks",
pwr,totalPowerFinal,244.8,µW
worst_setup_path,worst-endpoint-required,2000,ps
flow_run,cap_violations,0,
hold_path,hold_class,"in2out",
finish,flow.area_growth_from_synthesis,89.12,%
final_timing,rsz0062_at_grt,"yes",
worst_setup_path,timing.critical_path.max_delay_family,"AND-OR/OR-AND gates",
finish,ff_count,0,
global_routing,grt_pass1_wl,4.954,mm
worst_setup_path,critPathBufInv,3,
synthesis,yosys.area.top_type_share,0.2382,
hold_path,whs_endpoint,"page_out[11]",
floorplanning,floorplan.core_util,0.2307,
synthesis,synth.yosys.num_cells,103,
floorplanning,standard_cell_rows,22,
drt,routed-via-count,957,
drt,drt-pass1-iter-count,4,
final_timing,max_slew.worst_pin.slew,231.4,ps
synthesis,synth_adder_area_share,0,
place,post_dp_cell_area,1498,µm²
worst_setup_path,cp_slowest_cell,"mux2_4",
worst_setup_path,total_number_of_cells_along_the_worst_setup_path,9,
pwr,leakagePower,0.7172,nW
floorplanning,die_y,82,µm
worst_setup_path,crit_top_cell,"buf_6",
synthesis,complex_gates_by_area,0.1971,
place,place_ws,-820.6,ps
global_routing,vias_in_the_first_global_route,1041,
synthesis,topCombFamilyByArea,"multiplexers",
global_routing,antenna_found_initial,0,
global_routing,grt_use_total,0.08996,
synthesis,netlist-cell-type-count,31,
worst_setup_path,cp-end-kind,"output port",
synthesis,synthesis.area_per_instance,8.260,µm²
drt,remaining_drc_errors,0,
final_timing,final_critical_path_setup_slack,-46.43,ps
drt,antenna_cells_inserted,0,
drt,wl_per_cell,15.31,µm
worst_setup_path,path_cells,"buf_6, buf_6, mux2_4, o311ai_4, o32ai_2, nor4_1, a31oi_1, xor2_1, buf_2",
finish,final-seq-area,0,µm²
pwr,max-vdd-ir-drop,0.05702,mV
worst_setup_path,critical_path_startpoint_category,"input pin",
run_status,violations,"negative setup slack",
floorplanning,chipArea,6724,µm²
## cells in the final DEF (no fill, tap or decap), types with 2 or more instances in the layout
cell,Yosys,layout
buf_6,2,9
clkdlybuf4s50_1,0,42
nor2b_2,0,2
nand2_1,4,4
nor2_2,1,3
nor2b_1,4,2
a22oi_1,3,2
a22o_1,3,3
inv_1,3,2
buf_4,27,10
clkdlybuf4s15_1,0,5
nor3_1,3,2
a31oi_1,2,2
mux2_4,1,3
mux2i_1,18,18
a21oi_1,3,2
dlygate4sd2_1,0,17
mux2_2,4,2
mux4_2,4,4
dlymetal6s2s_1,0,4
buf_2,2,3
## per-stage QoR
stage	hold slack (ps)	TNS (ps)
6_report	1000	-46.43
4_1_cts	1000	-56.37
2_1_floorplan	1029	0
5_1_grt	1000	-211.5
3_5_place_dp	1000	-820.6
3_3_place_gp	1000	-821.2
## per-layer routing
metal | GRT usage | vias to the layer above | wire [µm]
met5 | 0 | - | 0
met4 | 0.01871 | 0 | 47
met3 | 0.03744 | 16 | 433
met2 | 0.1364 | 50 | 1409
met1 | 0.1176 | 411 | 1309
li1 | - | 480 | -
## cell families (layout without fill, tap and decap cells)
logic type,Yosys count,in the layout
buffers and inverters,35,93
AOI/OAI and AO/OA,21,21
xor gates and xnor gates,1,1
muxes,27,27
and+or+nand+nor,19,19
## final cells by class
cell class	count	area, µm²
Fill cell	357	2079
Timing Repair Buffer	90	860.8
Multi-Input combinational cell	68	676.9
Tap cell	48	60.06
Inverter	3	11.26
## synth_stat cells (all sizes together)
cell type,number
a311o,1
a22o,3
a221oi,1
nor2,5
a21oi,3
buf,31
o311ai,1
nand2,4
o31ai,1
a211oi,2
xor2,1
nor2b,4
a31oi,2
a32oi,1
a311oi,1
nor3,3
inv,3
clkbuf,1
mux2i,18
a31o,1
and3,1
mux2,5
nand3,1
a22oi,3
nor4,1
mux4,4
o32ai,1
## what timing repair did
action,in CTS,in global routing
endpoints found under the hold margin,0,0
endpoints found under the setup margin,1,1
resized,58,16
buffers inserted,4,0
pin swaps,11,10
## worst max-delay path by stage
stage	startpoint	to
4_1_cts	line_index[2]	page_out[12]
5_1_grt	line_index[2]	page_out[12]
6_report	line_index[2]	page_out[12]
## power by group
part | switching [mW] | internal [mW] | total [mW]
clock | 0 | 0 | 0
combinational | 0.0808 | 0.164 | 0.245
sequential | 0 | 0 | 0
total | 0.0808 | 0.164 | 0.245
Power is estimated from default activity; no workload was simulated.
